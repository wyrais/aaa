**./config.mk**
```make
export PLATFORM = sky130hd
export DESIGN_NAME = my_sum
export DESIGN_NICKNAME = my_sum
export VERILOG_FILES = /design/flow/design.v
export SDC_FILE = /design/flow/constraint.sdc
export NUM_CORES = 4
export LEC_CHECK = 1
export CORE_AREA = 10 10 70 70
export DIE_AREA = 0 0 80 80
```
**./constraint.sdc**
```tcl
current_design my_sum

set clk_period 5.7
set clk_io_pct 0.2

create_clock -name clk0 -period $clk_period

set non_clock_inputs [all_inputs -no_clocks]
set_input_delay [expr $clk_period * $clk_io_pct] -clock clk0 $non_clock_inputs
set_output_delay [expr $clk_period * $clk_io_pct] -clock clk0 [all_outputs]
```
**./design.v**
```verilog
module my_sum (Ain, Bin, Ci, Sout, Co);
input [5:0] Ain, Bin;
input Ci;
output [5:0] Sout;
output Co;
wire [5:0] C;
bitsum sum0(Ain[0], Bin[0], Sout[0], Ci, C[0]);
bitsum sum1(Ain[1], Bin[1], Sout[1], C[0], C[1]);
bitsum sum2(Ain[2], Bin[2], Sout[2], C[1], C[2]);
bitsum sum3(Ain[3], Bin[3], Sout[3], C[2], C[3]);
bitsum sum4(Ain[4], Bin[4], Sout[4], C[3], C[4]);
bitsum sum5(Ain[5], Bin[5], Sout[5], C[4], C[5]);
assign Co = C[5];
endmodule
module bitsum (A, B, S, Cin, Cout);
input A, B, Cin;
output S, Cout;
wire Res, c1, c2;
xor(Res, A, B);
and(c1, A, B);
xor(S, Cin, Res);
and(c2, Cin, Res);
or(Cout, c1, c2);
endmodule
```
**./run.sh**
```bash
#!/bin/bash
# OpenROAD 26Q1-2900-gdf79404cd8, Yosys 0.63+post, stock flow scripts
make -C /OpenROAD-flow-scripts/flow DESIGN_CONFIG=/design/flow/config.mk WORK_HOME=/design/flow/orfs finish
```
==> ci_impl_report.md <==
### Flow metrics

| Metric | Value |
|---|---|
| Syn avg cell area | `9.759 um^2` |
| Vias | `157` |
| Final std cells w/o fill | `80` |
| DRC viols | `0` |
| Worst Setup Path Type | `input port to output port` |
| Gates resized, CTS repair | `0` |
| Hold slack | `3.342 ns` |
| Placed insts | `80` |
| Final Max Slew Viols | `0` |
| DRT Wirelength | `599 um` |
| Clock buffers | `0` |
| Die span in y | `80 um` |
| Flip-flops | `0` |
| Number of antenna diodes | `0` |
| Drt wl/cell | `7.488 um` |
| # Cells Yosys | `20` |
| Status | `finished clean` |
| Setup bufs post-CTS | `0` |
| Die X | `80 um` |
| WP data required | `4.56 ns` |
| Startpoint types | `input port` |
| DR pass1 iterations | `1` |
| Total negative slack | `0 ns` |
| Flop area | `0 um^2` |
| Initial drt markers | `0` |
| Pin count of the biggest net entering global routing | `2` |
| Period utilisation layout | `0.9669` |
| Most frequent CP cell | `fa_1` |
| Port Buffers | `20` |
| Crit Path Max Fanout | `1` |
| Worst Hold Class | `input port to output port` |
| Final GP Congestion | `0.8084` |
| Leak Pwr | `0.1647 nW` |
| Worst EP arrival | `4.37 ns` |
| Slowest stage delay, CP | `0.47 ns` |
| Worst setup EP type | `output port` |
| Final setup violation count | `0` |
| Log Warnings | `32` |
| Fin. Hold Viols | `0` |
| Slew HR | `0.9338` |
| Power Dens Cells | `89.79 nW/um^2` |
| Seq/Total Area, Yosys | `0` |
| Area grow syn2layout | `109.0%` |
| Tmin final | `5.512 ns` |
| Rows | `21` |
| Distinct cells, synth | `3` |
| First-pass GRT wire length | `821 um` |
| Peak supply drop | `0.02662 mV` |
| Synthesized cell area | `195.2 um^2` |
| Syn Inst Count | `20` |
| Synth warn | `0` |
| Number of global-route vias before repair | `172` |
| FP Util | `0.05714` |
| Unrepaired setup endpoints after global routing | `no` |
| Final HPWL DP | `609.3 um` |
| Maxcap violations | `0` |
| Yosys chip area | `195.2 um^2` |
| Vias per cell | `1.963` |
| Fmax achieved | `181.4 MHz` |
| Tot GR Track Use | `0.01653` |
| Crit-path slowest cell | `clkdlybuf4s50_1` |
| Total I/O pin count | `20` |
| Core box area | `3416 um^2` |
| Initial antenna violation count | `0` |
| Final ANT Viol Nets | `0` |
| Slew @ Worst Pin | `0.09899 ns` |
| Die ar. | `6400 um^2` |
| Crit-path cells | `clkdlybuf4s50_1, fa_1, fa_1, fa_1, fa_1, inv_1, fa_1, fa_1, inv_1, clkdlybuf4s50_1` |
| CTS Hold Bufs | `0` |
| GRT overflow | `0` |
| Layout cell share with drive strength beyond 1 | `0` |
kinds of logic after synthesis:
| logic type | count (synthesis) | synth area share |
|---|---|---|
| fa+ha+maj | 6 | 0.6154 |
| buf+inv | 14 | 0.3846 |
report_power, final:
part	internal, W	switching (W)
clock	0	0
combinational	0.0000266	0.0000100
sequential	0	0
placed cells by master, fill, tap and decap left out:
| master | synthesis | final |
|---|---|---|
| clkdlybuf4s50_1 | 0 | 20 |
| fa_1 | 6 | 6 |
| inv_1 | 8 | 8 |
path summary, 6_finish.rpt:
kind	from	end	slack, ns	depth (start not counted)
min	Bin[5]	Co	3.34	5
max	Ain[0]	Sout[5]	0.19	10
per-stage QoR:
| step | cell area [um^2] | util | total power (W) | worst slack (ns) |
|---|---|---|---|---|
| floorplan | 195.2 | - | 0.00001749 | 1.119 |
| global placement | 407.9 | 0.1194 | 0.00003753 | 0.1694 |
| detailed placement | 407.9 | 0.1194 | 0.00003815 | 0.1496 |
| CTS | 407.9 | 0.1194 | 0.00003819 | 0.1435 |
| global route | 407.9 | 0.1194 | 0.00004132 | 0.04135 |
| finish | 407.9 | 0.1194 | 0.00003663 | 0.1884 |
synthesized netlist by cell type:
| cell | n | area share |
|---|---|---|
| inv_1 | 8 | 0.15 |
| fa_1 | 6 | 0.62 |
| buf_4 | 6 | 0.23 |
final cells by class:
cell class,instances,area [um^2]
Inverter,8,30.03
Multi-Input combinational cell,6,120.1
Timing Repair Buffer,20,200.2
Tap cell,46,57.56
Fill cell,396,3008
metal layers:
metal  share of wire  track usage  vias up
li1                -            -       74
met1            0.54      0.02834       64
met2            0.24      0.01525       19
met3            0.21      0.01136        0
met4               0            0        0
met5               0            0        -
critical path, delay by kind of cell:
family	cells	cell delay, ns
fa+ha+maj	6	2.18
buf+inv	4	1.05
Power and IR drop assume default switching activity.
