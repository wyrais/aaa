$ cat flow/constraint.sdc
current_design ALB

set clk_period 5.5
set clk_io_pct 0.2

create_clock -name clk0 -period $clk_period

set non_clock_inputs [all_inputs -no_clocks]
set_input_delay [expr $clk_period * $clk_io_pct] -clock clk0 $non_clock_inputs
set_output_delay [expr $clk_period * $clk_io_pct] -clock clk0 [all_outputs]
$ cat flow/config.mk
export PLATFORM = sky130hd
export DESIGN_NAME = ALB
export DESIGN_NICKNAME = ALB
export VERILOG_FILES = /design/flow/design.v
export SDC_FILE = /design/flow/constraint.sdc
export NUM_CORES = 4
export LEC_CHECK = 1
export CORE_AREA = 10 10 81 81
export DIE_AREA = 0 0 91 91
$ cat flow/run.sh
#!/bin/bash
# OpenROAD 26Q1-2900-gdf79404cd8, Yosys 0.63+post, stock flow scripts
make -C /OpenROAD-flow-scripts/flow DESIGN_CONFIG=/design/flow/config.mk WORK_HOME=/design/flow/orfs finish
$ cat flow/design.v
module ALB (
    input  [7:0] R,       
    input  [7:0] S,       
    input        CI,      
    input  [1:0] ALB_MI,  
    output reg [7:0] F,   
    output       CO,      
    output       ZO,      
    output       NO,      
    output       VO       
);
    wire [7:0] or_result   = R | S;
    wire [7:0] xor_result  = R ^ S;
    wire [8:0] add_result  = R + S + CI;             
    wire [8:0] sub_result  = S + (~R) + CI;          
    assign CO = (ALB_MI == 2'b01) ? add_result[8] :
                (ALB_MI == 2'b10) ? sub_result[8] : 1'b0;
    assign ZO = (F == 8'b00000000);
    assign NO = F[7];
    assign VO = (ALB_MI == 2'b01) ?
                ((R[7] == S[7]) && (F[7] != R[7])) :
                (ALB_MI == 2'b10) ?
                ((S[7] != R[7]) && (F[7] != S[7])) :
                1'b0;
    always @(*) begin
        case (ALB_MI)
            2'b00: F = or_result;
            2'b01: F = add_result[7:0];
            2'b10: F = sub_result[7:0];
            2'b11: F = xor_result;
            default: F = 8'b00000000;
        endcase
    end
endmodule
==> GITHUB_STEP_SUMMARY <==
### Metrics collected by this job

| Metric | Value |
|---|---|
| Outcome | `finished clean` |
| Fillers | `539` |
| Log Warnings | `around 47` |
| Top cells, area | `ha_1, inv_1, fa_1, a211oi_1, nand2_1` |
| GPL Wtd Cong | `roughly 0.9` |
| Synth area leader | `ha_1` |
| Die Span X | `between 90 and 100 um` |
| Routed Antenna Nets | `0` |
| Top cell area share | `a little under a quarter` |
| Vias | `roughly 1,200` |
| Layout cells sized above 1 | `under 10%` |
| Initial Util | `~25%` |
| Full die area | `between 0.008 and 0.009 mm2` |
| Placement Setup Slack | `0.157 ns` |
| Synth Area in Simple Gates | `23.6%` |
| Worst setup SP type | `input port` |
| Fin area | `0.00159 mm2` |
| Max Cap Viol | `0` |
| Total power | `0.000152 W` |
| Hold crit path type | `in -> out` |
| Final tally of max-slew violations | `0` |
| Initial DRC Count | `between 70 and 80` |
| I/O Buffers | `31` |
| Top cells by count | `inv_1, ha_1, nand2_1` |
| Largest net degree at the start of global routing | `15` |
| Post-CTS setup buffer count | `0` |
| Routed Wire Length | `~3300 um` |
| Power density cells | `between 90 and 100 mW/mm2` |
| Overall Global Routing Usage | `between 7 and 8%` |
| Final worst setup slack | `0.277 ns` |
| Die H | `roughly 91 um` |
| Post-layout min period | `5.22 ns` |
| Via-to-Cell Ratio | `approximately 4.7` |
| Period Utilization, post-route | `95.0%` |
| Count of cell types in the netlist | `52` |
| Leak | `~0.67 nW` |
| Worst-path fanout max | `4` |
| Worst setup endpoint | `ZO` |
| Drt wl/cell | `12.6 um` |
| # DRC | `0` |
| VDD IR max | `about 0.025 mV` |
| Multiplexer share | `approximately 1.7%` |
| Dpl cell area | `approximately 0.0016 mm2` |
| Synth warn | `1` |
| Hpwl dp | `about 2900 um` |
| CTS hold repair buffers | `0` |
| Drt pass-1 iters | `4` |
| Slew headroom | `between 60% and 70%` |
| Syn Inst Count | `between 150 and 200` |
| Final hold slack | `around 3.4 ns` |
| Vias in the first global route | `between 1,000 and 1,500` |
| Core ar. | `slightly below 0.005 mm2` |
| Syn_area_per_cell | `roughly 7.3 um2` |
| Final setup fails | `0` |
| Reg area | `0 um2` |
| Cell area after synthesis | `about 0.0012 mm2` |
| Antenna fix cells | `0` |
| Critical path arrival | `4.12 ns` |
| Most common cell in the netlist | `inv_1` |
| Required time worst endpoint | `approximately 4.4 ns` |
| Post-Route Setup TNS | `0 ns` |
| Max frequency | `between 150 and 200 MHz` |
| RSZ-0062 raised after global routing | `false` |
| Layout clock buffers | `0` |
| Synth logic family | `AND-OR/OR-AND gates` |
| Post-synth seq share | `0%` |
| Crit path kind | `in -> out` |
| Core Rows | `25` |
| Io pins | `31` |
| Flip-flops | `0` |
| Fa+ha+maj area frac | `29.2%` |
| Grt ovf | `0` |
| XOR Share, Synth | `under 10%` |
| Crit path from | `CI` |
| AO/OA Area Share | `33.0%` |
| First-pass GRT wire length | `~5700 um` |
| Yosys cell count | `~170` |
| Synth-to-Final Area Change | `30.8%` |
| Yosys chip area | `0.00122 mm2` |
| Critical Path End Type | `primary output` |
| Initial antenna violation count | `0` |
| Hold Fails Final Rpt | `0` |
| Worst slew pin tran | `0.534 ns` |
-- metal layers --
| metal | routed length, um | vias up | GRT usage (%) |
|---|---|---|---|
| li1 | - | 648 | - |
| met1 | 1690 | 550 | 11.9 |
| met2 | 1460 | 24 | 12.4 |
| met3 | 144 | 0 | 0.996 |
| met4 | 0 | 0 | 0 |
| met5 | 0 | - | 0 |
-- power by group --
part / leakage, nW / internal (W) / switching [W]
Combinational: 0.673 / 0.0000773 / 0.0000749
Clock: 0 / 0 / 0
Sequential: 0 / 0 / 0
Total: 0.673 / 0.0000773 / 0.0000749
-- what timing repair did --
item                                    in CTS  in global routing
endpoints found under the hold margin        0                  0
gates resized                                0                  1
endpoints found under the setup margin       0                  1
-- area by class of cell --
type | instances | area, um2 | share of cell area (%)
multi-input cells | 135 | 1090 | 68.4
repair buffers | 32 | 318 | 20.0
inverters | 27 | 101 | 6.37
well taps | 67 | 83.8 | 5.27
-- cell families after synthesis --
| group | after synthesis |
|---|---|
| buffers and inverters | 32 |
| xor gates and xnor gates | 2 |
| and+or+nand+nor | 54 |
| muxes | 2 |
| AOI/OAI and AO/OA | 51 |
| adders and majority gates | 26 |
-- worst min-delay path by stage --
stage	start	to	slack (ns)	cells after the start
4_1_cts	S[7]	VO	3.39	5
5_1_grt	R[7]	CO	3.43	5
6_report	S[7]	VO	3.37	5
-- cells in the final DEF (no fill, tap or decap), types with 2 or more instances in the layout --
| cell type | instances |
|---|---|
| o31ai_1 | 2 |
| nand2b_1 | 5 |
| clkdlybuf4s50_1 | 31 |
| xnor2_1 | 2 |
| ha_1 | 22 |
| o221ai_1 | 2 |
| nor2_2 | 2 |
| o21a_1 | 2 |
| nor2_1 | 13 |
| inv_1 | 26 |
| a211oi_1 | 7 |
| a31oi_1 | 2 |
| o211ai_1 | 2 |
| or3_1 | 2 |
| fa_1 | 4 |
| o21ai_0 | 5 |
| a21oi_2 | 3 |
| nand2_1 | 14 |
| nor3_1 | 2 |
| o22ai_1 | 2 |
| a21oi_1 | 8 |
| nor2b_1 | 4 |
| o21bai_1 | 2 |
-- metrics by stage --
step           std cells  utilization (%)
5_1_grt              261             33.0
4_1_cts              261             32.9
6_report             261             33.0
3_3_place_gp         261             32.9
3_5_place_dp         261             32.9
2_1_floorplan        167                -
-- critical path, stage by stage --
cell and delay [ns]:
clkdlybuf4s50_1 0.50, inv_1 0.07, fa_1 0.46, fa_1 0.41
o21bai_1 0.20, a21oi_2 0.11, o21a_1 0.22, nor3_2 0.18
a2111oi_4 0.09, nor4_2 0.27, clkdlybuf4s50_1 0.50
Power is estimated from default activity; no workload was simulated.
