--- config.mk ---
export PLATFORM = sky130hd
export DESIGN_NAME = ref_sum
export DESIGN_NICKNAME = ref_sum
export VERILOG_FILES = /design/flow/design.v
export SDC_FILE = /design/flow/constraint.sdc
export NUM_CORES = 4
export LEC_CHECK = 1
export CORE_AREA = 10 10 70 70
export DIE_AREA = 0 0 80 80
--- constraint.sdc ---
current_design ref_sum

set clk_period 4.6
set clk_io_pct 0.2

create_clock -name clk0 -period $clk_period

set non_clock_inputs [all_inputs -no_clocks]
set_input_delay [expr $clk_period * $clk_io_pct] -clock clk0 $non_clock_inputs
set_output_delay [expr $clk_period * $clk_io_pct] -clock clk0 [all_outputs]
--- design.v ---
module ref_sum (Ain, Bin, Ci, Sout, Co);
input [5:0] Ain, Bin;
input Ci;
output [5:0] Sout;
output Co;
reg [6:0] S;
always @(Ain, Bin, Ci)
    S = Ain + Bin + Ci;
assign Sout = S[5:0];
assign Co = S[6];
endmodule
--- run.sh ---
#!/bin/bash
# OpenROAD 26Q1-2900-gdf79404cd8, Yosys 0.63+post, stock flow scripts
make -C /OpenROAD-flow-scripts/flow DESIGN_CONFIG=/design/flow/config.mk WORK_HOME=/design/flow/orfs finish
==> results.ini <==
[cts]
hold_buffers = 0
post_cts_buffers = 0
cts-resized-gates = 0

[floorplanning]
dieHeight_um = 80
core_area_mm2 = 0.00342
initial_core_util = 0.0733
num_rows = 21
chipWidth_um = 80
io_pins = 20
chip_area_mm2 = 0.00640

[grt]
top_usage_layer = met1
use_met2 = 0.0225
grt_pass1_vias = 307
antenna_found_initial = 0
gr-total-overflow = 0
grt_max_degree = 6
grtUsageMet3 = 0.0227
grt_use_total = 0.0276
grt_pass1_wl_mm = 1.46
use_met1 = 0.0472

[drt]
antennaDiodeCount = 0
drc = 0
num_vias = 273
wl_per_cell_um = 9.10
via_per_inst = 2.90
postRouteAntennaNets = 0
routed_wl_um = 855
drt_iter0_markers = 11
dr.pass1.iters = 2

[setup_path]
worstSetupPathType = in2out
crit_path_end_kind = output pin
cp_slowest_cell = clkdlybuf4s50_1
cp_max_fo = 3
critPathArrivalTime_ns = 3.20
startpoint_type = input port
required_ns = 3.68
slowest_delay_ns = 0.50
cp_cell_sequence = clkdlybuf4s50_1 -> fa_1 -> inv_1 -> fa_1 -> nor2b_4 -> o31a_2 -> a21oi_1 -> clkdlybuf4s50_1

[timing]
setup_viol = 0
setup_tns_ns = 0
fmax_mhz = 243
rsz0062_at_grt = false
layout_min_cycle_time_ns = 4.12
max_slew_margin = 0.860
maxSlewViolCount = 0
fin_ws_ns = 0.482
hold_violations = 0
finalClockPeriodUsage = 0.895
tightest_slew_ns = 0.210

[synthesis]
syn-cell-area_um2 = 250
syn_inst = 28
syn_avg_cell_area_um2 = 8.94
yosys_cells = 28
yosys-stat-area_um2 = 250
synthDistinctLibCells = 16
ys_seq_frac = 0
ys_warn_count = 1

[final_layout]
fill_cells = 394
clkbuf_count = 0
flop-count = 0
drive_gt1_frac = 0.104
finalCoreUtilization = 0.149
seqCellArea_um2 = 0
comb_area_um2 = 235
synthToLayoutAreaGrowth_pct = 103

[hold_path]
hold_path.class = in2out
min_delay_path_depth = 3

[flow_run]
maxCapViolCount = 0
warnings = 32

[place]
portBuffers = 20
place.gp.congestion = 0.776
dp_slack_ns = 0.504
dp_hpwl_um = 774

[pwr]
irDropWorstVdd_mv = 0.0568
leakagePower_nw = 0.198
power.total_uw = 64.6
p_per_area_mw_per_mm2 = 127

[run_status]
status = completed

==> power by group <==
group	total (mW)	internal, mW	switching (mW)
Clock	0	0	0
Combinational	0.0646	0.0434	0.0212
Sequential	0	0	0
Total	0.0646	0.0434	0.0212
==> cell usage in the layout, fill, tap and decap left out, types with 2 or more instances in the layout <==
master,synthesis,final
clkdlybuf4s50_1,0,20
inv_1,4,4
xnor2_1,3,3
o21ai_0,2,2
ha_1,5,5
fa_1,2,2
a21oi_1,2,2
==> critical path, delay by kind of cell <==
kind	cells	cell delay, ns
simple gates	1	0.05
buf+inv	3	1.03
compound gates	2	0.47
fa+ha+maj	2	0.73
==> stage by stage <==
stage / cells / area, um2 / hold WS [ns]
detailed placement: 94 / 508 / 2.93
global route: 94 / 508 / 2.97
floorplan: 28 / 250 / 1.94
finish: 94 / 508 / 2.93
CTS: 94 / 508 / 2.93
global placement: 94 / 508 / 2.93
==> kinds of logic after synthesis <==
logic type,Yosys count,share of synthesized area
adder cells (fa/ha/maj),7,0.410
AND/OR/NAND/NOR,3,0.0950
AND-OR/OR-AND,11,0.330
XOR/XNOR,3,0.105
buffers and inverters,4,0.0600
==> Yosys cell counts <==
cell type	number	area [um2]
ha_1	5	62.6
inv_1	4	15.0
xnor2_1	3	26.3
a21oi_1	2	10.0
fa_1	2	40.0
o21ai_0	2	10.0
a211oi_2	1	12.5
a21o_1	1	7.51
a21oi_2	1	8.76
nand2b_1	1	6.26
nor2_1	1	3.75
nor2b_4	1	13.8
o21a_1	1	7.51
o21ai_2	1	8.76
o21bai_1	1	7.51
o31a_2	1	10.0
==> layout make-up <==
cell class                      instances  share of cell area
Multi-Input combinational cell         24               0.463
Timing Repair Buffer                   20               0.394
Tap cell                               46               0.113
Inverter                                4              0.0296
==> final timing paths <==
path	from	end	slack (ns)
max	Ain[0]	Sout[4]	0.48
min	Ci	Sout[0]	2.93
==> metal layers <==
metal	up-vias	wire length [um]
met2	24	148
met4	0	0
li1	139	-
met3	0	196
met5	-	0
met1	110	510
Power figures rest on the tool's default switching activity, not on a simulated workload.
